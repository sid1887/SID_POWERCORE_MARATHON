[/design/flow/design.v]
module bcd_counter_4bit(
    input wire clk, rst, enable, mode,
    output reg [3:0] count,
    output reg terminal_count
);
always @(posedge clk or posedge rst) begin
    if(rst) begin
        count <= 0;
        terminal_count <= 0;
    end
    else if (enable) begin
        terminal_count <= 1'b0;
        if(mode == 0) begin
            if(count == 4'b1001) begin
                count <= 4'b0000;
                terminal_count <= 1;
            end
            else
                count <= count + 1;
        end
        else begin
            if(count == 4'b0000) begin
                count <= 4'b1001;
                terminal_count <= 1;
            end
            else
                count <= count - 1;
        end
    end
end
endmodule
[/design/flow/run.sh]
#!/bin/bash
# OpenROAD 26Q1-2900-gdf79404cd8, Yosys 0.63+post, stock flow scripts
make -C /OpenROAD-flow-scripts/flow DESIGN_CONFIG=/design/flow/config.mk WORK_HOME=/design/flow/orfs finish
[/design/flow/config.mk]
export PLATFORM = sky130hd
export DESIGN_NAME = bcd_counter_4bit
export DESIGN_NICKNAME = bcd_counter_4bit
export VERILOG_FILES = /design/flow/design.v
export SDC_FILE = /design/flow/constraint.sdc
export NUM_CORES = 4
export LEC_CHECK = 1
export CORE_AREA = 10 10 70 70
export DIE_AREA = 0 0 80 80
[/design/flow/constraint.sdc]
current_design bcd_counter_4bit

set clk_period 2.1
set clk_io_pct 0.2

create_clock -name clk0 -period $clk_period [get_ports {clk}]

set non_clock_inputs [all_inputs -no_clocks]
set_input_delay [expr $clk_period * $clk_io_pct] -clock clk0 $non_clock_inputs
set_output_delay [expr $clk_period * $clk_io_pct] -clock clk0 [all_outputs]
==> reports/results.tsv <==
metric	value	unit
path_clk_slew	50	ps
warnings	25	
antenna_found_initial	0	
cp_cell_sequence	clkdlybuf4s50_1	
drtIter0Drc	30	
power_frac_clock	0.194	
grt.overflow.total	0	
peakVddDrop	219	uV
edf_count	0	
postRouteAntennaNets	0	
fin_skew	5.95	ps
fin_tns_setup	0	ps
ys_seq_share	0.403	
cts_tree	done	
drive_above_1_share	0.163	
fillers	391	
vias	287	
yosys_warnings	1	
fmax	583	MHz
port_buffers	8	
cts-htree-levels	1	
grt_pass1_wl	1370	um
grt_max_degree	12	
ys_top_cells_by_area	dfrtp_1, o21ai_0, xor2_1	
numCtsBuffers	3	
regArea	125	um^2
period_minus_slack	1710	ps
finalHoldViolCount	0	
routed_wl	750	um
postCtsHoldBufs	0	
ys_seq_elements	5	
max-slew-margin-rel	0.785	
cts_root_buf	clkbuf_4	
setup_viol	0	
path_buffers	1	
critPathMaxStageDelay	530	ps
clk_latency	240	ps
synth_area	310	um^2
clkSinkCount	5	
status	finished clean	
cpMaxStageDelayCell	clkdlybuf4s50_1	
ys_cells	32	
p_int	0.370	mW
seq_power_share	0.402	
grt_pass1_vias	282	
timing.critical_path.from_type	register	
die_h	80	um
drv_cap	0	
post_cts_resized	0	
async_reset_ff_frac	1.00	
first_pass_iters	3	
yosysTopAreaCell	dfrtp_1	
syn_to_final_growth	49.2	%
vias_per_cell	3.22	
slew_violations	0	
lay_top_count	clkdlybuf4s50_1	
insertedDiodeCount	0	
critPathTopFamily	buffers and inverters	
wl_per_cell	8.43	um
dp.cells	85	
path_class	register to output port	
yosys.area.top_type_share	0.403	
dp_hpwl	563	um
p_sw_frac	0.355	
drcViolationCount	0	
holdWs	371	ps
io_pins	9	
critPathCaptureType	output port	
pwr-share-comb	0.404	
cp.arrival	1290	ps
required	1680	ps
dieWidth	80	um
yosys_area	310	um^2
fp.coreArea	3420	um^2
switchingPower	0.204	mW
fp-utilization	0.0908	
powerDensity	1240	nW/um^2
yosysUniqueCellTypes	21	
final_util	0.136	
syn_area_per_cell	9.70	um^2
gp_congestion	0.723	
instances_no_fill	89	
rsz0062_at_grt	false	
leakagePower	0.174	nW
grt_util_all_layers	0.0258	
lay_top_cells	clkdlybuf4s50_1, dfrtp_1, o21ai_0, clkbuf_4	
combGateArea	166	um^2
dieArea	6400	um^2
worst_pin_slew	323	ps
ys.flop_type	dfrtp_1	
crit_path_max_fanout	11	
post_cts_buffers	0	
min_period_over_period	0.817	
min_path_type	input pin to async pin	
clk_path_buf_depth	2	
rows	21	
synthCells	32	
-- final cells by class --
type / count / area share
multi-input cells: 24 / 0.359
flip-flops and latches: 5 / 0.270
clock buffers: 4 / 0.0568
inverters: 2 / 0.0162
well taps: 46 / 0.124
repair buffers: 8 / 0.173
-- registers in the layout (all words and copies together), names as in the netlist --
| signal | count |
|---|---|
| count | 4 |
| terminal_count | 1 |
-- layer usage --
| layer | global-route usage | part of all wire | vias up |
|---|---|---|---|
| met5 | 0 | 0 | - |
| met4 | 0.00528 | 0.025 | 0 |
| met3 | 0.0148 | 0.11 | 2 |
| met2 | 0.0329 | 0.36 | 12 |
| met1 | 0.0361 | 0.50 | 130 |
| li1 | - | - | 143 |
-- power by group through the flow --
| stage | combinational, mW | sequential (mW) | clock, mW |
|---|---|---|---|
| after global routing | 0.265 | 0.243 | 0.132 |
| final | 0.232 | 0.231 | 0.112 |
| after CTS | 0.237 | 0.229 | 0.118 |
-- final timing paths --
path / cells past startpoint / slack, ps / start / end
max in group asynchronous: 2 / 1560 / rst / count[1]
worst max-delay path: 1 / 390 / count[0] / count[0]
worst min-delay path: 2 / 370 / rst / count[0]
worst max register to register: 3 / 870 / count[0] / count[2]
min in group clk0: 2 / 570 / terminal_count / terminal_count
worst min register to register: 2 / 570 / terminal_count / terminal_count
-- cell families after synthesis --
family                 after synthesis  share of synthesized area
XOR/XNOR                             2                     0.0565
AND-OR/OR-AND                       13                      0.274
buffers and inverters                3                     0.0605
flip-flops                           5                      0.403
AND/OR/NAND/NOR                      9                      0.206
-- per-stage QoR --
step	setup WS, ps	instance area (um^2)	total power [mW]
3_5_place_dp	405	437	0.467
4_1_cts	371	463	0.583
6_report	385	463	0.574
5_1_grt	307	463	0.640
3_3_place_gp	404	437	0.464
2_1_floorplan	1010	310	0.350
-- cell usage after synthesis (2+ instances only) --
cell / number
dfrtp_1: 5
o21ai_0: 4
a21oi_1: 2
inv_1: 2
nor2_1: 2
xor2_1: 2
Power is estimated from default activity; no workload was simulated.
