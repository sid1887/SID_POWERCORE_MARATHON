`flow/run.sh`:
```
#!/bin/bash
# OpenROAD 26Q1-2900-gdf79404cd8, Yosys 0.63+post, stock flow scripts
make -C /OpenROAD-flow-scripts/flow DESIGN_CONFIG=/design/flow/config.mk WORK_HOME=/design/flow/orfs finish
```
`flow/config.mk`:
```
export PLATFORM = sky130hd
export DESIGN_NAME = alu_seq
export DESIGN_NICKNAME = alu_seq
export VERILOG_FILES = /design/flow/design.v
export SDC_FILE = /design/flow/constraint.sdc
export NUM_CORES = 4
export LEC_CHECK = 1
export CORE_AREA = 10 10 86 86
export DIE_AREA = 0 0 96 96
```
`flow/constraint.sdc`:
```
current_design alu_seq

set clk_period 1.1
set clk_io_pct 0.2

create_clock -name clk0 -period $clk_period [get_ports {clk}]

set non_clock_inputs [all_inputs -no_clocks]
set_input_delay [expr $clk_period * $clk_io_pct] -clock clk0 $non_clock_inputs
set_output_delay [expr $clk_period * $clk_io_pct] -clock clk0 [all_outputs]
```
`flow/design.v`:
```
module alu_seq (
  input        clk,
  input        rst,
  input  [3:0] a,
  input  [3:0] b,
  input  [2:0] op,
  output reg [3:0] result,
  output reg carry_out,
  output reg zero
);
  reg [4:0] temp;
  always @(posedge clk or posedge rst) begin
    if (rst) begin
      result <= 0;
      carry_out <= 0;
      zero <= 0;
    end else begin
      temp = 5'b00000;
      carry_out <= 0;
      case (op)
        3'b000: begin temp = a + b; result <= temp[3:0]; carry_out <= temp[4]; end
        3'b001: begin temp = a - b; result <= temp[3:0]; carry_out <= temp[4]; end
        3'b010: result <= a & b;
        3'b011: result <= a | b;
        3'b100: result <= a ^ b;
        3'b101: result <= b << 1;
        3'b110: result <= b >> 1;
        3'b111: result <= b;
        default: result <= 0;
      endcase
      zero <= (result == 4'b0000);
    end
  end
endmodule
```
==> impl_metrics.tcl <==
# flow metrics
set metrics [dict create \
    yosys-stat-cells 93 \
    finalInstanceArea_mm2 0.00150 \
    period_minus_slack_ns 1.49 \
    synth_flops 6 \
    grt_usage_pct 4.83 \
    fp_util_pct 14.0 \
    drc_errors 0 \
    cts_hold_buf 0 \
    instances_no_fill 221 \
    max_slew.worst_pin.slew_ns 0.217 \
    final-max-slew-violation-count 0 \
    dieArea_mm2 0.00922 \
    lay_top_count "buf_4" \
    port_buffers 18 \
    fmax_mhz 672 \
    clock_latency_ns 0.22 \
    ir_drop_v 0.000424 \
    ff_type "dfrtp_1" \
    synth-async-reset-ratio_pct 100 \
    synthToLayoutAreaGrowth_pct 93.2 \
    powerDensity_mw_per_mm2 733 \
    lay_top_cells "34 x buf_4, 11 x nand2_1, 9 x dlygate4sd2_1" \
    syn_area_um2 776 \
    cts-root-buf "clkbuf_8" \
    clkSinkCount 6 \
    grt_pass1_wl_um 3690 \
    avgSynthCellArea_um2 8.34 \
    place_inst 208 \
    violations "negative setup slack" \
    ys_types 36 \
    drive_gt1_share_pct 50.3 \
    timing.slew.headroom_pct 85.4 \
    worstReg2RegEnd "zero" \
    tritoncts "done" \
    clkTransAtPathRegs_ns 0.03 \
    topCellsByArea "dfrtp_1 19%, ha_1 19%, nand2_1 5.8%" \
    vias_per_cell 3.77 \
    dpl.hpwl_um 1790 \
    crit_type "in -> reg" \
    htreeDepth 1 \
    hp-class "in -> async" \
    n_antenna_cell 0 \
    io_pins 19 \
    antenna_found_initial 0 \
    holdWs_ns 0.220 \
    grt_pass1_vias 838 \
    die_height_um 96 \
    yosysTopAreaCellShare_pct 19.4 \
    p_leak_nw 0.727 \
    drt_iter0_markers 28 \
    crit_fanout 2 \
    rsz0062_at_grt "yes" \
    numCtsBuffers 3 \
    yosysWarnings 1 \
    setup_ws_ns -0.387 \
    status "finished, violations left" \
    ys_seq_share_pct 19.4 \
    startpoint_type "input port" \
    die_w_um 96 \
    cp.arrival_ns 1.59 \
    yosysChipArea_um2 776 \
    dpl_cell_area_mm2 0.00127 \
    r2r-start "result[0]" \
    coreArea_mm2 0.00554 \
    drt-total-wl_um 2250 \
    ant_nets 0 \
    fin_crit_sh_pct 135 \
    gp_congestion 0.802 \
    drt-wirelength-per-cell_um 10.2 \
    post-synth-top-area-cell "dfrtp_1" \
    worstPathRequired_ns 1.20 \
    clockBufferDepth 2 \
    syn_inst 93 \
    end_kind "register" \
    setup_viol 5 \
    hold_viol_final 0 \
    grt_max_degree 14 \
    edf_count 0 \
    rr_worst_depth 2 \
    grt-ovfl-total 0 \
    max_cap_violations 0 \
    warnings 36 \
    ff2ff_setup_slack_ns 0.27 \
    finClkSkew_ns 0.00154 \
    num_vias 833 \
    dr.pass1.iters 4 \
    rows 27 \
]
-- critical path: stages --
cell and delay (ns):
buf_12 0.09, inv_12 0.03, ha_4 0.15, fa_2 0.36
xor2_1 0.17, mux4_2 0.44, nand2_1 0.07, o21ai_1 0.05
-- synthesized netlist by cell type (2+ instances only) --
library cell   n
inv_1         11
nand2_1       12
nor2_1         7
buf_2          2
a31oi_1        3
a211oi_1       3
o21ai_0        5
ha_1          12
a21oi_1        2
o21ai_1        2
buf_6          2
fa_1           2
dfrtp_1        6
a21o_1         2
-- per-stage QoR --
step | utilization [%] | worst slack (ns) | setup TNS (ns) | power, mW
floorplan | - | -0.454 | -1.20 | 0.466
global placement | 22.9 | -1.13 | -4.71 | 0.704
detailed placement | 22.9 | -1.14 | -4.69 | 0.704
CTS | 25.4 | -0.435 | -1.48 | 1.07
global route | 27.1 | -0.421 | -1.43 | 1.19
finish | 27.1 | -0.387 | -1.13 | 1.10
-- how the worst max path moves through the flow --
stage / start / endpoint / slack (ns) / depth (start not counted)
after CTS: a[0] / result[2] / -0.44 / 9
after global routing: a[0] / result[2] / -0.42 / 8
final: a[0] / result[2] / -0.39 / 8
-- power breakdown --
part	leakage [nW]	switching, mW	internal (mW)
logic	0.630	0.218	0.304
registers	0.0750	0.0117	0.248
clock network	0.0216	0.0839	0.234
total	0.727	0.313	0.786
-- flip-flops by register name, summed over array words and instances, names as in the netlist --
| signal | count |
|---|---|
| result | 4 |
| zero | 1 |
| carry_out | 1 |
-- area by class of cell --
class	instances	area, µm²
Clock buffer	3	41.3
Sequential cell	6	150
Inverter	12	57.6
Timing Repair Buffer	58	494
Fill cell	585	4040
Tap cell	72	90.1
Multi-Input combinational cell	70	666
-- per-layer routing --
metal  share of wire (%)  vias up  wire [µm]  global-route usage [%]
li1                    -      434          -                       -
met1                  49      359       1110                    7.14
met2                  40       38        899                    7.23
met3                 9.3        2        209                    1.10
met4                 1.5        0         33                   0.491
met5                   0        -          0                       0
-- timing repair --
item / CTS / global route
setup buffers: 5 / 5
gates cloned: 0 / 1
pin swaps: 12 / 16
resized: 43 / 23
setup endpoints to repair: 11 / 7
-- logic make-up (layout without fill, tap and decap cells) --
group                    Yosys count  after routing  share of synthesized area [%]
buffers and inverters             17             73                           11.0
AND/OR/NAND/NOR                   27             27                           15.8
multiplexers                       3              3                           5.64
adder cells (fa/ha/maj)           14             14                           24.5
flip-flops                         6              6                           19.4
XOR/XNOR                           1              1                           1.13
AND-OR/OR-AND                     25             25                           22.6
No activity file was given, so power comes from the tool's default toggle rates.
