--- design/flow/run.sh ---
#!/bin/bash
# OpenROAD 26Q1-2900-gdf79404cd8, Yosys 0.63+post, stock flow scripts
make -C /OpenROAD-flow-scripts/flow DESIGN_CONFIG=/design/flow/config.mk WORK_HOME=/design/flow/orfs finish
--- design/flow/config.mk ---
export PLATFORM = sky130hd
export DESIGN_NAME = counter_4bit_ext
export DESIGN_NICKNAME = counter_4bit_ext
export VERILOG_FILES = /design/flow/design.v
export SDC_FILE = /design/flow/constraint.sdc
export NUM_CORES = 4
export LEC_CHECK = 1
export CORE_AREA = 10 10 70 70
export DIE_AREA = 0 0 80 80
--- design/flow/constraint.sdc ---
current_design counter_4bit_ext

set clk_period 1.4
set clk_io_pct 0.2

create_clock -name clk0 -period $clk_period [get_ports {clk}]

set non_clock_inputs [all_inputs -no_clocks]
set_input_delay [expr $clk_period * $clk_io_pct] -clock clk0 $non_clock_inputs
set_output_delay [expr $clk_period * $clk_io_pct] -clock clk0 [all_outputs]
--- design/flow/design.v ---
module counter_4bit_ext(
    input wire clk, rst, enable, mode,
    output reg [3:0] count,
    output reg terminal_count
);
always @(posedge clk or posedge rst) begin
    if(rst) begin
        count <= 0;
        terminal_count <= 0;
    end
    else if (enable) begin
        terminal_count <= 1'b0;
        if(mode == 0) begin
            if(count == 4'b1111) begin
                count <= 4'b0000;
                terminal_count <= 1;
            end
            else
                count <= count + 1;
        end
        else begin
            if(count == 4'b0000) begin
                count <= 4'b1111;
                terminal_count <= 1;
            end
            else
                count <= count - 1;
        end
    end
end
endmodule
==> impl_results.rst <==
Run summary
-----------

.. list-table::
   :header-rows: 1

   * - Metric
     - Value
   * - Sum of met3 wire segment lengths after detailed routing
     - 53 µm
   * - Relative contribution of sequential cells to total power
     - 0.241
   * - Drt drc
     - 0
   * - Max rail drop VDD
     - 750 µV
   * - Initial cell density of the core
     - 0.102
   * - Filler Cells Inserted
     - 385
   * - Top cell type by total area after synthesis
     - sky130_fd_sc_hd__dfrtp_1
   * - Number of placed I/O pins
     - 9
   * - Fraction of layout instances using a drive strength above 1
     - 0.436
   * - Detailed placement HPWL
     - 677 µm
   * - Top cells by count, synth
     - 5 x sky130_fd_sc_hd__dfrtp_1, 4 x sky130_fd_sc_hd__inv_1, 3 x sky130_fd_sc_hd__nand2_1
   * - Detailed-routing iteration count for the pre-antenna-repair pass
     - 2
   * - Fraction of power consumed by combinational cells
     - 0.604
   * - Fin Hold WS
     - 0.258 ns
   * - Area of combinational cells with multiple inputs
     - 221 µm²
   * - Fraction of the cycle the final worst path needs
     - 0.970
   * - Highest attainable clock frequency
     - 736 MHz
   * - Async SR Flop Fraction
     - 1.00
   * - Worst min-delay path category
     - in -> async
   * - Max-slew violation total from the final report
     - 0
   * - Count of cell types in the netlist
     - 21
   * - Met2 Routed Length
     - 426 µm
   * - Dominant cell by count in the synthesized netlist
     - sky130_fd_sc_hd__dfrtp_1
   * - Worst Setup SP
     - count[0]
   * - Area added between synthesis and finish
     - 75.3%
   * - Log Warnings
     - 26
   * - Crit Reg-Reg Endpoint
     - count[0]
   * - Clk network pwr share
     - 0.155
   * - Data required time at the worst endpoint
     - 1.56 ns
   * - Kind of launch point of the worst setup path
     - flop
   * - Setup-violating endpoint count in the final report
     - 0
   * - Post-Route Skew
     - 0.000730 ns
   * - Worst slack at placement
     - -0.101 ns
   * - Total via count in the routed design
     - 347
   * - Count of antenna-violating nets left after detailed routing
     - 0
   * - # Cells Yosys
     - 35
   * - Post-synth regs
     - 5
   * - Nature of the critical path endpoint
     - flop
   * - Sequential cell area fraction in the yosys report
     - 0.358
   * - Setup TNS after final layout
     - 0 ns
   * - Dominant register cell
     - sky130_fd_sc_hd__dfrtp_1
   * - Core area
     - 3420 µm²
   * - Switching fraction of total power
     - 0.359
   * - Total number of H-tree levels
     - 1
   * - Worst Reg-to-Reg Cells
     - 7
   * - Count of mapped cells out of synthesis
     - 35
   * - Hold violation total from the final report
     - 0
   * - Met1 Wirelength
     - 542 µm
   * - Vias in the first global route
     - 325
   * - Clock tree from TritonCTS
     - done
   * - Final critical path time including I/O delays and setup
     - 1.36 ns
   * - CP endpoint
     - count[0]
   * - Die Footprint
     - 6400 µm²
   * - Max incr delay on CP
     - 0.39 ns
   * - Die Span Y
     - 80 µm
   * - Inserted Clock Buffers
     - 3
   * - Overflow left after global routing
     - 0
   * - Wire per inst
     - 10.1 µm
   * - Total net switching power
     - 385 µW
   * - Max clock buf depth
     - 2
   * - Slowest stage cell on the critical path
     - sky130_fd_sc_hd__dfrtp_1
   * - Number of antenna violations at the first check in global routing
     - 0
   * - Power Density
     - 1750 nW/µm²
   * - Number of violations of the max-capacitance limit
     - 0
   * - Post-synthesis area per instance
     - 9.97 µm²
   * - Global-route wire length before repair
     - 1480 µm
   * - Reg-to-reg critical path startpoint
     - count[0]
   * - Via density per instance
     - 3.44
   * - Cell area leaders
     - sky130_fd_sc_hd__dfrtp_1 36%, sky130_fd_sc_hd__nor4b_2 8.6%, sky130_fd_sc_hd__ha_1 7.2%, sky130_fd_sc_hd__nand4b_1 5.0%, sky130_fd_sc_hd__xnor2_1 5.0%
   * - Total wirelength of the detailed-routed design
     - 1020 µm
   * - Transition at the pin with the smallest max-transition slack
     - 0.314 ns
   * - Number of buffers added on ports
     - 8
   * - Design internal power
     - 687 µW
   * - Largest net degree at the start of global routing
     - 9
   * - Standard-cell row count
     - 21
   * - Worst endpoint data arrival time
     - 1.52 ns
   * - Critical Path Fanout Max
     - 3
   * - Synth Cell Area
     - 349 µm²
   * - Path type of the worst setup path
     - reg -> reg
   * - FF/Latch Area
     - 126 µm²
   * - Run status
     - complete, no violations
   * - Ant. Diodes
     - 0
   * - Warning count from the yosys run
     - 1
   * - Horiz. Die Dim
     - 80 µm
   * - Leakage component of the power
     - 0.000268 µW
   * - Relative slew margins
     - 0.790
   * - Proportion of netlist area held by the largest area contributor
     - 0.358
   * - Setup slack of the worst register-to-register path
     - 0.04 ns
   * - Final setup margin
     - 0.0420 ns
   * - Clock latency reported for the late side of the worst-skew pair
     - 0.24 ns
   * - Number of violations reported at the end of detailed-routing iteration 0
     - 5
   * - Count of library flops with an enable pin
     - 0
   * - Worst path cell trace
     - buf_6 > inv_4 > ha_4 > inv_2 > nor4b_4 > nor2_1 > o22ai_1
   * - YS chip area
     - 349 µm²
   * - Overall track demand over capacity in global routing
     - 0.0288
   * - Root buffer selected by CTS
     - sky130_fd_sc_hd__clkbuf_4
   * - Sinks on Clock Net
     - 5
   * - Clock-pin transition on the worst setup and hold timing paths
     - 0.04 ns
   * - Routability Congestion
     - 0.836
   * - Top sig layer
     - met3
## cell type report
type,count,area share
Sequential cell,5,0.207
Clock buffer,4,0.0429
Multi-Input combinational cell,24,0.362
Inverter,4,0.0286
Tap cell,46,0.0941
Timing Repair Buffer,18,0.266
## power by group through the flow
stage | Sequential, µW | Combinational [µW] | Clock, µW
after global routing | 269 | 711 | 187
final | 259 | 647 | 166
after CTS | 256 | 517 | 170
## sequential cells by signal, indices dropped and copies added, names as in the netlist
register / count
count: 4
terminal_count: 1
## worst max-delay path, delay by kind of cell (launching register included)
family,cells,cell delay [ns]
AND-OR/OR-AND,1,0.13
adder cells (fa/ha/maj),1,0.13
buffers and inverters,3,0.24
AND/OR/NAND/NOR,2,0.38
flip-flops,1,0.39
## metal layers
metal  global-route usage  up-vias
met1               0.0423      171
met3               0.0182        0
li1                     -      166
met2               0.0361       10
met5                    0        -
met4                    0        0
## metrics by stage
stage / util / power [µW] / std cells / area (µm²)
floorplan: - / 515 / 35 / 349
global placement: 0.149 / 744 / 92 / 508
detailed placement: 0.149 / 752 / 92 / 508
CTS: 0.161 / 943 / 98 / 549
global route: 0.179 / 1170 / 101 / 612
finish: 0.179 / 1070 / 101 / 612
## kinds of logic (layout without fill, tap and decap cells)
kind of cell / count (synthesis) / in the layout / synth area share
DFF: 5 / 5 / 0.358
muxes: 1 / 1 / 0.0430
AOI/OAI and AO/OA: 7 / 7 / 0.140
xor gates and xnor gates: 2 / 2 / 0.0502
adders and majority gates: 2 / 2 / 0.0717
and+or+nand+nor: 12 / 12 / 0.247
buffers and inverters: 6 / 26 / 0.0896
## cells in the final DEF, fill, tap and decap left out, types with 2 or more instances in the layout
master	n
sky130_fd_sc_hd__buf_4	9
sky130_fd_sc_hd__clkdlybuf4s50_1	5
sky130_fd_sc_hd__dfrtp_1	4
sky130_fd_sc_hd__nand2_1	3
sky130_fd_sc_hd__clkbuf_4	3
sky130_fd_sc_hd__xnor2_1	2
sky130_fd_sc_hd__inv_2	2
sky130_fd_sc_hd__nand4b_1	2
sky130_fd_sc_hd__nor2_1	2
sky130_fd_sc_hd__dlymetal6s2s_1	2
## what timing repair did
item / CTS / global route
pin swaps: 0 / 4
resized: 2 / 12
hold buffers: 0 / 0
setup endpoints to repair: 2 / 6
setup buffers: 2 / 3
## worst min path at each step
stage | endpoint | slack, ns | depth (start not counted)
CTS | count[0] | 0.25 | 2
global route | count[0] | 0.27 | 2
finish | terminal_count | 0.26 | 2
Power and IR drop assume default switching activity.
